$ cat flow/config.mk
export PLATFORM = sky130hd
export DESIGN_NAME = usb_uart_config
export DESIGN_NICKNAME = usb_uart_config
export VERILOG_FILES = /design/flow/design.v
export SDC_FILE = /design/flow/constraint.sdc
export NUM_CORES = 4
export LEC_CHECK = 1
export CORE_UTILIZATION = 50
$ cat flow/constraint.sdc
current_design usb_uart_config

set clk_period 7.2
set clk_io_pct 0.2

create_clock -name clk0 -period $clk_period [get_ports {PHY_CLKOUT}]

set non_clock_inputs [all_inputs -no_clocks]
set_input_delay [expr $clk_period * $clk_io_pct] -clock clk0 $non_clock_inputs
set_output_delay [expr $clk_period * $clk_io_pct] -clock clk0 [all_outputs]
$ cat flow/design.v
parameter N = 32;
parameter Q = 3;
module usb_uart_config 
(
    input              PHY_CLKOUT        , 
    input              RESET_IN          , 
    input              setup_active      ,
    input   [3:0]      endpt_sel         ,
    input              usb_rxval         ,
    input              usb_rxact         ,
    input   [7:0]      usb_rxdat         ,
    input              usb_txact         ,
    input              usb_txpop         ,
    output  [11:0]     usb_txdat_len_o   ,
    output  [7:0]      endpt0_dat_o      ,
    output             endpt0_send_o     ,
    output             uart1_en_o        ,
    output  [31:0]     uart1_BAUD_RATE_o ,
    output  [7:0]      uart1_PARITY_BIT_o,
    output  [7:0]      uart1_STOP_BIT_o  ,
    output  [7:0]      uart1_DATA_BITS_o
);
parameter ENDPT_UART_CONFIG =4'h0;
parameter ENDPT_UART1_DATA  =4'h1;
parameter ENDPT_UART2_DATA  =4'h2;
parameter ENDPT_UART3_DATA  =4'h3;
parameter ENDPT_I2C1        =4'h4;
parameter ENDPT_I2C2        =4'h5;
parameter ENDPT_I2C3        =4'h6;
parameter ENDPT_I2C4        =4'h7;
parameter ENDPT_PARALLEL20  =4'h8;
localparam  SET_LINE_CODING = 8'h20;
localparam  GET_LINE_CODING = 8'h21;
localparam  SET_CONTROL_LINE_STATE = 8'h22;
reg [7:0] stage;
reg [7:0] sub_stage;
reg [7:0] s_req_type;
reg [7:0] s_req_code;
reg [15:0]s_ctl_sig;
reg [15:0]s_set_len;
reg [15:0]s_interface_num;
reg       s_uart1_en;
reg [31:0]s_dte1_rate;
reg [7:0] s_char1_format;
reg [7:0] s_parity1_type;
reg [7:0] s_data1_bits;
reg [7:0] s_char2_format;
reg [7:0] s_parity2_type;
reg [7:0] s_data2_bits;
reg [31:0]s_dte3_rate;
reg [7:0] s_char3_format;
reg [7:0] s_parity3_type;
reg [7:0] s_data3_bits;
reg [7:0] endpt0_dat;
reg       endpt0_send;
assign uart1_en_o=s_uart1_en;
assign uart1_BAUD_RATE_o=s_dte1_rate;
assign uart1_PARITY_BIT_o=s_parity1_type;
assign uart1_STOP_BIT_o=s_char1_format;
assign uart1_DATA_BITS_o=s_data1_bits;
assign endpt0_dat_o=endpt0_dat;
assign endpt0_send_o=endpt0_send;
assign usb_txdat_len_o=12'd7;
always @(posedge PHY_CLKOUT,posedge RESET_IN) begin
    if (RESET_IN) begin
        stage <= 8'd0;
        sub_stage <= 8'd0;
        s_req_type <= 8'd0;
        s_req_code <= 8'd0;
        s_ctl_sig <= 16'd0;
        s_set_len <= 16'd0;
        s_interface_num<= 16'd0;
        s_dte1_rate <= 32'd115200;
        s_char1_format <= 8'd0;
        s_parity1_type <= 8'd0;
        s_data1_bits <= 8'd8;
        endpt0_send <= 1'd0;
        endpt0_dat  <= 8'd0;
        s_uart1_en <= 1'b0;
    end
    else begin
        if (setup_active) begin
            if (usb_rxval) begin
                case (stage)
                    8'd0 : begin
                        s_req_type <= usb_rxdat;
                        stage <= stage + 8'd1;
                        sub_stage <= 8'd0;
                        endpt0_send <= 1'd0;
                    end
                    8'd1 : begin
                        s_req_code <= usb_rxdat;
                        stage <= stage + 8'd1;
                    end
                    8'd2 : begin
                        if (s_req_code == SET_CONTROL_LINE_STATE) begin
                            s_ctl_sig[7:0] <= usb_rxdat;
                        end
                        stage <= stage + 8'd1;
                    end
                    8'd3 : begin
                        if (s_req_code == SET_CONTROL_LINE_STATE) begin
                            s_ctl_sig[15:8] <= usb_rxdat;
                        end
                        stage <= stage + 8'd1;
                    end
                    8'd4 : begin
                        stage <= stage + 8'd1;
                        if (s_req_code == SET_LINE_CODING) begin
                            s_interface_num[7:0] <= usb_rxdat;
                        end
                        else if (s_req_code == SET_CONTROL_LINE_STATE) begin
                            s_interface_num[7:0] <= usb_rxdat;
                        end
                    end
                    8'd5 : begin
                        stage <= stage + 8'd1;
                        if (s_req_code == SET_LINE_CODING) begin
                            s_interface_num[15:8] <= usb_rxdat;
                        end
                        else if (s_req_code == SET_CONTROL_LINE_STATE) begin
                            s_interface_num[15:8] <= usb_rxdat;
                        end
                    end
                    8'd6 : begin
                        if (s_req_code == SET_LINE_CODING) begin
                            s_set_len[7:0] <= usb_rxdat;
                        end
                        else if (s_req_code == GET_LINE_CODING) begin
                            s_set_len[7:0] <= usb_rxdat;
                            if (s_interface_num == 16'd0) begin
                                endpt0_send <= 1'd1;
                            end
                        end
                        else if (s_req_code == SET_CONTROL_LINE_STATE) begin
                            if (s_interface_num == 16'd0) begin
                                s_uart1_en <= s_ctl_sig[0];
                            end
                        end
                        stage <= stage + 8'd1;
                    end
                    8'd7 : begin
                        if (s_req_code == SET_LINE_CODING) begin
                            s_set_len[15:8] <= usb_rxdat;
                        end
                        else if (s_req_code == GET_LINE_CODING) begin
                            s_set_len[15:8] <= usb_rxdat;
                            if (s_interface_num == 16'd0) begin
                                endpt0_send <= 1'd1;
                                endpt0_dat <= s_dte1_rate[7:0];
                            end
                        end
                        stage <= stage + 8'd1;
                        sub_stage <= 8'd0;
                    end
                    8'd8 : begin
                        stage <= stage;
                    end
                endcase
            end
        end
        else if (s_req_code == SET_LINE_CODING) begin
            stage <= 8'd0;
            if ((usb_rxact)&&(endpt_sel ==ENDPT_UART_CONFIG)) begin
                if (usb_rxval) begin
                    sub_stage <= sub_stage + 8'd1;
                    if(s_interface_num==0)begin
                        if (sub_stage <= 3) begin
                            s_dte1_rate <= {usb_rxdat,s_dte1_rate[31:8]};
                        end
                        else if (sub_stage == 4) begin
                            s_char1_format <= usb_rxdat;
                        end
                        else if (sub_stage == 5) begin
                            s_parity1_type <= usb_rxdat;
                        end
                        else if (sub_stage == 6) begin
                            s_data1_bits <= usb_rxdat;
                        end
                    end
                end
            end
        end
        else if (s_req_code == GET_LINE_CODING) begin
            stage <= 8'd0;
            if ((usb_txact)&&(endpt_sel ==ENDPT_UART_CONFIG)) begin
                if (endpt0_send == 1'b1) begin
                    if (usb_txpop) begin
                        sub_stage <= sub_stage + 8'd1;
                    end
                    if (s_req_code == GET_LINE_CODING) begin
                        if (usb_txpop) begin 
                            if(s_interface_num==0)begin
                                if (sub_stage <= 0) begin
                                    endpt0_dat <= s_dte1_rate[15:8];
                                end
                                else if (sub_stage == 1) begin
                                    endpt0_dat <= s_dte1_rate[23:16];
                                end
                                else if (sub_stage == 2) begin
                                    endpt0_dat <= s_dte1_rate[31:24];
                                end
                                else if (sub_stage == 3) begin
                                    endpt0_dat <= s_char1_format;
                                end
                                else if (sub_stage == 4) begin
                                    endpt0_dat <= s_parity1_type;
                                end
                                else if (sub_stage == 5) begin
                                    endpt0_dat <= s_data1_bits;
                                end
                                else if (sub_stage == 6) begin
                                    endpt0_send <= 1'b0;
                                end
                                else begin
                                    endpt0_send <= 1'b0;
                                end
                            end
                        end
                    end
                end
            end
            else begin
                sub_stage <= 8'd0;
            end
        end
        else begin
             stage <= 8'd0;
             sub_stage <= 8'd0;
        end
    end
end
endmodule
$ cat flow/run.sh
#!/bin/bash
# OpenROAD 26Q1-2900-gdf79404cd8, Yosys 0.63+post, stock flow scripts
make -C /OpenROAD-flow-scripts/flow DESIGN_CONFIG=/design/flow/config.mk WORK_HOME=/design/flow/orfs finish
==> impl_metrics.py <==
# Synthesis and PnR figures
metrics = {
    "worst_hold_path": {
        "worstHoldPathType": "flip-flop to flip-flop",
    },
    "logic_synthesis": {
        "synth.avg_cell_area_sq_um": 11.4,
        "top_area_share_pct": 45.6,
        "yosys.stat.chipArea_sq_um": 5600,
        "synthAoiAreaFrac_pct": 13.6,
        "synthCells": 491,
        "simple_gate_share_pct": 14.1,
        "yosys_cells": 491,
        "ys_seq_elements": 107,
        "synthAdderAreaFrac_pct": 1.79,
        "synth.distinct_cells": 67,
        "yosys_most_used_dff": "dfrtp_1",
        "synth.area.mux_share_pct": 17.2,
        "yosysTopAreaCell": "dfrtp_1",
        "synthArstFlopShare_pct": 100,
        "synth_area_sq_um": 5600,
        "yosys.area_share.xor_xnor_pct": 0.156,
        "enable_flop_cells": 0,
        "ys_seq_share_pct": 47.9,
        "area_leaders": "dfrtp_1 (46%), mux2_2 (16%), dfstp_2 (2.3%)",
        "yosysWarnings": 1,
        "synth.logic.top_family": "multiplexers",
    },
    "outcome": {
        "status": "completed",
    },
    "drt": {
        "drc": 0,
        "drt-met1-wl_um": 6480,
        "top_layer": "met4",
        "wl_met3_um": 703,
        "wl_per_cell_um": 18.9,
        "wl_met2_um": 6090,
        "routed_wirelength_um": 13400,
        "via_count": 4116,
        "initialDrtViolationCount": 207,
        "n_antenna_cell": 0,
        "vias_per_cell": 5.78,
        "antenna_left": 0,
        "drt-pass1-iter-count": 4,
    },
    "floorplanning": {
        "die_w_um": 108,
        "row_count": 38,
        "dieArea_sq_um": 11600,
        "die_h_um": 108,
        "fp_util_pct": 51.5,
        "core_sq_um": 10900,
        "io_pins": 97,
    },
    "global_routing": {
        "grt-ovfl-total": 0,
        "grt_pass1_wl_um": 22000,
        "grt_pass1_vias": 4042,
        "grt_use_total_pct": 25.9,
        "antenna_found_initial": 0,
        "grt_max_degree": 56,
    },
    "final_timing": {
        "clock.fmax_mhz": 267,
        "rsz0062_at_grt": "false",
        "hold_violations": 0,
        "tns_ns": 0,
        "fin_ws_ns": 3.46,
        "drv_slew": 0,
        "tightestPinTransition_ns": 0.787,
        "skew_ns": 0.0150,
        "setup_viol": 0,
        "maxSlewHeadroom_pct": 47.1,
        "fin_crit_sh_pct": 52.0,
        "whs_ns": 0.511,
        "post-route-min-period_ns": 3.74,
    },
    "clocking": {
        "tritoncts": "done",
        "cts_setup_buffers": 0,
        "clk_pin_slew_worst_paths_ns": 0.11,
        "cts_buffers": 9,
        "cts_root_buf": "clkbuf_8",
        "cts_num_sinks": 107,
        "clkLatencyLatePin_ns": 0.38,
        "cts_buffer_depth": 2,
        "cts_resized": 0,
        "h-tree-depth": 3,
        "cts_hold_buf": 0,
    },
    "worst_setup_path": {
        "end_kind": "flip-flop",
        "cp_max_fo": 14,
        "required_ns": 7.47,
        "critPathKind": "primary input to flip-flop",
        "cp-start-kind": "primary input",
        "worstPathArrival_ns": 4.01,
    },
    "run": {
        "cap_viol_max_count": 0,
        "tool_warnings": 32,
    },
    "place": {
        "place_congestion": 0.838,
        "place_hpwl_um": 9430,
        "port_buffers": 84,
        "place_ws_ns": 3.04,
    },
    "power_and_ir_drop": {
        "power.density_nw_per_um2": 177,
        "ir_drop_mv": 0.136,
        "p_leak_uw": 0.00306,
    },
    "cells_and_area": {
        "syn_to_final_growth_pct": 19.8,
        "mostFrequentLayoutCell": "dfrtp_1",
        "drive_above_1_share_pct": 23.1,
        "most-common-layout-cells": "dfrtp_1 (102), clkdlybuf4s50_1 (84), mux2_2 (81)",
    },
}
==> worst max-delay path, stage by stage <==
cell and delay [ns]:
clkdlybuf4s50_1 0.68, or4_4 0.68, nor3_4 0.16, nand4_2 0.18
nor3b_4 0.48, mux2_2 0.39
==> cell type report <==
cell class	count	area, sq um
Tap cell	140	175
Sequential cell	107	2680
Fill cell	895	4180
Clock buffer	9	124
Timing Repair Buffer	88	871
Multi-Input combinational cell	336	2670
Clock inverter	7	91.3
Inverter	25	96.3
==> registers in the layout, summed over array words and instances, names as in the netlist, 8 cells and up <==
name	cells
s_char1_format	8
s_dte1_rate	32
sub_stage	8
s_data1_bits	8
s_req_code	8
s_interface_num	16
endpt0_dat	8
s_parity1_type	8
stage	8
==> cell usage after synthesis, drive strengths merged (4+ instances only) <==
cell type,instances
dfrtp,102
mux2,84
a21oi,26
inv,25
buf,22
nor2,22
nand2,19
nand2b,15
o21ai,15
a22o,12
clkbuf,11
nor4,11
a211oi,10
nor3b,9
a31oi,8
ha,8
o22ai,8
a221o,7
and2,7
nand4,7
nand3,6
nor3,6
and4,5
dfstp,5
a211o,4
or2,4
==> path summary, 6_finish.rpt <==
kind	from	end	slack, ns	cells after the start
min in group asynchronous	RESET_IN	s_dte1_rate[21]	1.49	2
hold reg to reg	s_ctl_sig	s_ctl_sig	0.51	1
hold / removal	s_ctl_sig	s_ctl_sig	0.51	1
setup / recovery	setup_active	s_parity1_type[1]	3.46	6
setup reg to reg	sub_stage[4]	s_dte1_rate[24]	4.43	6
max in group asynchronous	RESET_IN	stage[0]	4.55	3
==> routing by layer <==
layer | global-route usage [%] | vias to the layer above
li1 | - | 1951
met1 | 42.6 | 2033
met2 | 37.5 | 120
met3 | 5.86 | 12
met4 | 3.62 | 0
met5 | 0 | -
==> stage by stage <==
| step | cells | util [%] | total power, uW | cell area, sq um |
|---|---|---|---|---|
| finish | 712 | 61.6 | 1190 | 6710 |
| CTS | 712 | 61.6 | 1200 | 6710 |
| floorplan | 501 | - | 756 | 5640 |
| global placement | 696 | 59.7 | 797 | 6500 |
| detailed placement | 696 | 59.7 | 801 | 6500 |
| global route | 712 | 61.6 | 1250 | 6710 |
==> cell families after synthesis <==
group                      count (synthesis)
xor gates and xnor gates                   1
adders and majority gates                  8
buffers and inverters                     58
and+or+nand+nor                          125
other                                      2
AOI/OAI and AO/OA                        105
muxes                                     85
DFF                                      107
==> where the power goes <==
part | switching (uW) | internal, uW
sequential | 28.5 | 625
clock | 226 | 170
combinational | 74.1 | 61.9
total | 329 | 857
Power figures rest on the tool's default switching activity, not on a simulated workload.
